File: /design/flow/config.mk
export PLATFORM = sky130hd
export DESIGN_NAME = lammings
export DESIGN_NICKNAME = lammings
export VERILOG_FILES = /design/flow/design.v
export SDC_FILE = /design/flow/constraint.sdc
export NUM_CORES = 4
export LEC_CHECK = 1
export CORE_UTILIZATION = 40
File: /design/flow/constraint.sdc
current_design lammings

set clk_period 4.9
set clk_io_pct 0.2

create_clock -name clk0 -period $clk_period [get_ports {clk}]

set non_clock_inputs [all_inputs -no_clocks]
set_input_delay [expr $clk_period * $clk_io_pct] -clock clk0 $non_clock_inputs
set_output_delay [expr $clk_period * $clk_io_pct] -clock clk0 [all_outputs]
File: /design/flow/design.v
`timescale 1ns / 1ps
module lammings( input clk,
    input areset,     
    input bump_left,
    input bump_right,
    input ground,
    input dig,
    output walk_left,
    output walk_right,
    output aaah,
    output digging
    );
    parameter L=0;
    parameter R=1;
    parameter F_L=2;
    parameter F_R=3;
    parameter D_L=4;
    parameter D_R=5;
    parameter SP=6;
    reg [2:0] state,next_state;
    integer i;
     always@(*)
        begin
            case(state)
                L:
                  begin
                    if(~ground) next_state=F_L;
                    else
                        begin
                            if(dig) next_state=D_L;
                            else
                                begin
                                    if(bump_left) next_state=R;
                                    else next_state=L;
                                end
                        end
                    end
                R:
                  begin
                        if(~ground) next_state=F_R;
                        else
                            begin
                                if(dig) next_state=D_R;
                                else
                                    begin
                                        if(bump_right) next_state=L;
                                        else next_state=R;
                                    end
                            end
                   end
                F_L: begin
                    if(ground)
                       begin
                       if(i>20) next_state=SP;
                       else     next_state=L;
                       end
                    else next_state=F_L;
                    end
                F_R:  begin
                    if(ground)
                       begin
                       if(i>20) next_state=SP;
                       else     next_state=R;
                       end
                    else next_state=F_R;
                    end 
               D_L:begin
                    if(~ground) next_state=F_L;
                    else next_state=D_L;
                end
                D_R: begin
                    if(~ground) next_state=F_R;
                    else next_state=D_R;
                end
                SP: next_state=SP;
                default:next_state=L;
            endcase
        end
     always@(posedge clk,posedge areset)
                    begin
                        if(areset) begin
                        state<=L;
                        end
                        else
                            state<=next_state;
                    end
    always@(posedge clk,posedge areset)
                   begin
                       if(areset)  i<=0;
                       else
                          begin
                             if(~ground) i<=i+1;
                             else i<=0;
                          end
                    end
   assign walk_left=(state==SP)?1'b0:(state==L);
   assign walk_right=(state==SP)?1'b0:(state==R);
   assign aaah=(state==SP)?1'b0:((state==F_L)|(state==F_R));
   assign digging=(state==SP)?1'b0:((state==D_L)|(state==D_R));
endmodule
File: /design/flow/run.sh
#!/bin/bash
# OpenROAD 26Q1-2900-gdf79404cd8, Yosys 0.63+post, stock flow scripts
make -C /OpenROAD-flow-scripts/flow DESIGN_CONFIG=/design/flow/config.mk WORK_HOME=/design/flow/orfs finish
==> metrics.yaml <==
via_per_inst: 5.473
cts_hold_buf: 0
rsz0062_at_grt: "no"
synth_async_sr_flop_share_pct: 100.0
drt-initial-drc-count: 104
post-cts-setup-buffers: 0
flop_cell: "dfrtp_1"
finalHoldViolCount: 0
core_area_um2: 4817
p_total_mw: 0.6139
final_core_util_pct: 47.51
tritoncts: "yes"
start_kind: "flip-flop"
fin_crit_ps: 2478
root_buffer: "clkbuf_8"
slew_viol_final: 0
fin_hold_ws_ps: 528.0
syn_area_um2: 2042
overflow: 0
max-cap-violations: 0
n_antenna_cell: 0
drc_errors: 0
pwr-share-comb_pct: 6.1
die-width_um: 73.45
avgSynthCellArea_um2: 9.324
synth_stat.cells: 219
synth.most_common_cell: "dfrtp_1"
ant_nets: 0
fin_cells: 296
tightest_slew_ps: 571.6
cpPeakStageDelay_ps: 390
power_frac_clock_pct: 38.9
p_switching_mw: 0.1380
ys_ff: 39
tns_ps: 0
path_clk_slew_ps: 70
cp-end-kind: "primary output"
grt_max_degree: 43
tool_warnings: 26
crit_path_top_delay_cell: "dfrtp_1"
synthCells: 219
gp_congestion: 0.8317
drive_above_1_share_pct: 6.987
post-route-period-util_pct: 50.58
ioPinCount: 10
p_leak_nw: 0.8875
place.detailed.hpwl_mm: 2.658
portBuffers: 9
min_path_type: "reg -> reg"
crit_required_ps: 3920
die_area_um2: 5395
power_density_nw_per_um2: 268.3
cts_buffers: 5
arrival_ps: 1500
timing.fmax_ghz: 0.4035
status: "completed"
clkLatencyLatePin_ps: 290
top_area_share_pct: 46.57
setup_viol_count_final: 0
edf_count: 0
routedWlPerCell_um: 13.71
clock-skew-final_ps: 4.761
die_h_um: 73.45
firstDrtPassIters: 4
cts_max_path_buffers: 2
area_growth_pct: 12.07
max-slew-margin-rel_pct: 61.78
rows: 25
grt_pass1_vias: 1556
yosys_warnings: 1
path_max_fanout: 3
synth.largest_area_cell: "dfrtp_1"
htreeDepth: 2
grt_util_all_layers_pct: 17.96
power.internal_mw: 0.4759
seqPwrFrac_pct: 55.0
swShare_pct: 22.48
synthTopCellsByCount: "38 x dfrtp_1, 20 x nor2_1, 18 x a21oi_1"
grt_pass1_wl_mm: 7.307
vias: 1620
ys_types: 33
drt_wl_total_mm: 4.057
max-vdd-ir-drop_v: 0.0002205
r2r_slack_ps: 2720
path_cells: "or2_2 > nor2b_1 > clkdlybuf4s50_1"
clock-sinks: 39
antenna_found_initial: 0
cts_resized: 0
path_class: "reg -> out"
ys_chip_area_um2: 2042
topCellsByArea: "dfrtp_1 47%, a21oi_1 4.4%, or4_1 4.4%"
ys_seq_share_pct: 47.86
initial_utilization_pct: 42.39
dp.cells: 288
## final cells by class
class | count | area [µm²]
multi-input cells | 162 | 988.4
fillers | 478 | 2529
well taps | 67 | 83.83
repair buffers | 11 | 105.1
clock buffers | 8 | 100.1
flip-flops and latches | 39 | 977.2
inverters | 9 | 33.78
## worst max-delay path, delay by kind of cell, from the launching register on
family	cells	cell delay [ps]
and+or+nand+nor	2	440
buffers and inverters	1	390
DFF	1	390
## power by group through the flow
stage         clock [mW]  combinational [mW]  sequential (mW)
global route       0.262              0.0433            0.339
CTS                0.248              0.0387            0.338
finish             0.239              0.0374            0.338
## path summary, 6_finish.rpt
| path | from | end | cells after the start |
|---|---|---|---|
| max | state[2] | aaah | 3 |
| min | state[6] | state[6] | 2 |
| max reg2reg | i[5] | i[31] | 4 |
| min reg2reg | state[6] | state[6] | 2 |
| max in group asynchronous | areset | state[0] | 3 |
| min in group asynchronous | areset | i[2] | 3 |
## cells by family (layout without fill, tap and decap cells)
kind of cell             after synthesis  after routing  synth area share, %
adder cells (fa/ha/maj)                2              2                1.225
AND-OR/OR-AND                         41             41                12.01
multiplexers                           2              2                1.103
XOR/XNOR                              12             12                5.147
flip-flops                            39             39                47.86
AND/OR/NAND/NOR                      105            105                28.92
buffers and inverters                 18             28                3.737
## layer usage
| metal | global-route usage, % | vias to the layer above | wire length, µm |
|---|---|---|---|
| li1 | - | 822 | - |
| met1 | 29.27 | 772 | 2050 |
| met2 | 26.91 | 20 | 1807 |
| met3 | 2.774 | 6 | 130 |
| met4 | 3.205 | 0 | 68 |
| met5 | 0 | - | 0 |
## flip-flops by register name (all words and copies together) (netlist names)
signal,cells
i,32
state,7
## through the flow
step           setup WS, ps  area, µm²
3_5_place_dp           2586       2188
3_3_place_gp           2602       2188
6_report               2422       2288
4_1_cts                2405       2288
2_1_floorplan          3023       2042
5_1_grt                2369       2288
## layout by cell type, fill, tap and decap left out, types with 2 or more instances in the layout
master            n
nor3_1            6
nand2_1          12
xor2_1            8
ha_1              2
inv_1             9
o21ai_0           6
clkbuf_8          7
dfrtp_1          38
nor4_1            7
nand4_1           7
nor2_1           20
and3_1            3
o31ai_1          11
or3_1             5
o22ai_1           2
or2_2             2
buf_4             2
a21oi_1          18
nor2b_1           9
or4_1            12
clkdlybuf4s50_1   9
and2_1            2
and4_1            6
a22oi_1           2
mux2_2            2
nand3_1          12
xnor2_1           4
Power is estimated from default activity; no workload was simulated.
